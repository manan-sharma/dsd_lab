--- ./run.sh ---
#!/bin/bash
# OpenROAD 26Q1-2900-gdf79404cd8, Yosys 0.63+post, stock flow scripts
make -C /OpenROAD-flow-scripts/flow DESIGN_CONFIG=/design/flow/config.mk WORK_HOME=/design/flow/orfs finish
--- ./config.mk ---
export PLATFORM = sky130hd
export DESIGN_NAME = tic_tac_toe
export DESIGN_NICKNAME = tic_tac_toe
export VERILOG_FILES = /design/flow/design.v
export SDC_FILE = /design/flow/constraint.sdc
export NUM_CORES = 4
export LEC_CHECK = 1
export CORE_AREA = 10 10 70 70
export DIE_AREA = 0 0 80 80
--- ./constraint.sdc ---
current_design tic_tac_toe

set clk_period 2.8
set clk_io_pct 0.2

create_clock -name clk0 -period $clk_period

set non_clock_inputs [all_inputs -no_clocks]
set_input_delay [expr $clk_period * $clk_io_pct] -clock clk0 $non_clock_inputs
set_output_delay [expr $clk_period * $clk_io_pct] -clock clk0 [all_outputs]
--- ./design.v ---
`timescale 1ns / 1ps
module boxValue(
    input[1:0] value, 
    input turn,
    output isPresent, isBlank
    );
    wire isX,isZero;
    assign isX = (value[1] & value[0]);          
    assign isZero = ~(value[1] | value[0]);      
    assign isPresent = (turn & isX) | (~turn & isZero);   
    assign isBlank = ~(isX | isZero);  
endmodule
`timescale 1ns / 1ps
module check3(
    input [1:0] v1, v2, v3, 
    input turn,
        output out
    );
    wire isP1, isP2, isP3;
    wire isB1, isB2, isB3;
    boxValue bv1(v1,turn, isP1, isB1);
    boxValue bv2(v2,turn, isP2, isB2);
    boxValue bv3(v3,turn, isP3, isB3);
    assign out = (isB1 & isP2 & isP3) | (isP1 & isB2 & isP3) | (isP1 & isP2 & isB3);
endmodule
`timescale 1ns / 1ps
module tic_tac_toe(
    output out,
    input turn,  
    input[1:0] v11, v12, v13, v21, v22, v23, v31, v32, v33
    );
    wire r1,r2,r3,c1,c2,c3,d1,d2;
    check3 cr1(v11,v12,v13,turn,r1);
    check3 cr2(v21,v22,v23,turn,r2);
    check3 cr3(v31,v32,v33,turn,r3);
    check3 cc1(v11,v21,v31,turn,c1);
    check3 cc2(v12,v22,v32,turn,c2);
    check3 cc3(v13,v23,v33,turn,c3);
    check3 cd1(v11,v22,v33,turn,d1);
    check3 cd2(v13,v22,v31,turn,d2);
    assign out = r1 | r2 | r3 | c1 | c2 | c3 | d1 | d2;
endmodule
==> results.txt <==
cts-stage hold buffer count = 0
max_slew headroom = 0.807
failing checks = setup timing
num rows = 21
pin count of the biggest net entering global routing = 7
critical path class = primary input to output pin
Wirelength per Cell = 11.3 µm
GP Congestion = 0.925
aoi share = 0.246
die width = 80 µm
DRT iter0 DRCs = 29
remaining antenna violation count = 0
Final Worst Setup Slack = -0.0183 ns
Final period util = 1.01
Syn Inst Count = 76
synthesis-to-finish area growth = 90.0%
Final HPWL DP = 1400 µm
Seq share, synth = 0
Hold Violations, Final = 0
layout cells sized above 1 = 0.770
crit path launch type = primary input
max_cap viols = 0
post-synthesis instance area = 616 µm²
Worst Path Max Fanout = 6
Top logic family = adder cells
Die Y = 80 µm
final WL = 1800 µm
vias per cell = 4.35
setup TNS = -0.0183 ns
Gate Area = 687 µm²
clock buffers = 0
sequential share of power = 0
Avg Inst Size Synth = 8.10 µm²
Power Density = 157 mW/mm²
port bufs = 20
Min-Delay Path Class = primary input to output pin
Sw Ratio = 0.400
Sequential Area = 0 µm²
fillcell total = 354
FMAX = 355 MHz
Top cells excl fill/tap = 16 x inv_2, 13 x buf_6, 12 x buf_4
final max-slew violation count = 0
Worst Hold Depth = 7
flip-flops = 0
switching power = 0.0734 mW
core box area = 0.00342 mm²
YS warnings = 0
final core occ = 0.342
worst endpoint required time = 2.24 ns
FP Util = 0.180
Tightest Pin Transition = 0.289 ns
Synth mux share = 0.185
Cell Int Power = 0.110 mW
RSZ-0062 raised after global routing = true
die footprint = 0.00640 mm²
Post-Synth Simple-Gate Area = 0.0569
Clk network pwr share = 0
Top cell excl fill/tap = inv_2
Crit path arrival time = 2.26 ns
# Cells Yosys = 76
vias in the first global route = 692
Gate power share = 1.000
status = finished with violations
XOR-XNOR Cells, Area Fraction = 0
total power = 0.184 mW
Ports = 20
initial antenna violation count = 0
post-route minimum period = 2.82 ns
grt total ovfl = 0
Final Setup Violations = 1
drt pass-1 iters = 4
design area = 0.00117 mm²
Antenna diodes = 0
Synth cell types = 20
Post-Synth Adder-Cell Area = 0.366
Finished Layout Cells = 159
total track usage = 0.0536
via count = 691
placed insts = 153
dpl cell area = 965 µm²
global-route wire length before repair = 2920 µm
DR DRC count = 0
Log Warnings = 43
Critical Path Sink Type = output pin
Chip Area, Yosys = 616 µm²
Static Leakage = 0.555 nW
VDD IR-drop max = 0.0602 mV
## metal layers
metal  global-route usage  up-vias  wire (µm)
li1                     -      347          -
met1               0.0758      317        814
met2               0.0867       27        843
met3               0.0102        0        144
met4                    0        0          0
met5                    0        -          0
## worst max-delay path, stage by stage
cell and delay (ns):
buf_8 0.11, buf_12 0.13, buf_4 0.16, mux2_4 0.30, a222oi_1 0.29, nor2_1 0.08
or4_1 0.49, buf_2 0.13
## kinds of logic (layout without fill, tap and decap cells)
kind of cell | Yosys count | count (layout)
buffers and inverters | 21 | 58
AOI/OAI and AO/OA | 19 | 19
adders and majority gates | 18 | 18
muxes | 10 | 10
and+or+nand+nor | 8 | 8
## stage by stage
stage          hold WS [ns]  worst slack (ns)
2_1_floorplan          1.49             0.264
3_3_place_gp           2.52            -0.806
3_5_place_dp           2.53            -0.813
4_1_cts                1.78           -0.0276
5_1_grt                1.85            -0.106
6_report               1.79           -0.0183
## repair_timing
item	4_1_cts	5_1_grt
resized	120	24
cloned	1	0
pin swaps	18	8
setup buffers	4	1
setup endpoints to repair	1	1
## worst paths after layout
kind,start,slack [ns],to
hold / removal,v11[1],1.79,out
setup / recovery,turn,-0.02,out
## Yosys cell counts
cell / n / share of area
nand2_1: 5 / 0.030
ha_1: 18 / 0.37
a222oi_1: 2 / 0.033
mux2_2: 7 / 0.13
buf_6: 1 / 0.018
a21oi_1: 2 / 0.016
a221oi_1: 2 / 0.028
nand3_1: 1 / 0.0081
o22ai_1: 1 / 0.010
buf_4: 1 / 0.012
inv_1: 19 / 0.12
a22oi_1: 7 / 0.085
or4_1: 1 / 0.012
o211ai_1: 1 / 0.012
nor2_1: 1 / 0.0061
mux2i_1: 2 / 0.033
a221oi_2: 1 / 0.024
o21ai_0: 1 / 0.0081
a22o_1: 2 / 0.028
mux2_4: 1 / 0.024
## power by group through the flow
stage	sequential, mW	combinational, mW	clock [mW]
after CTS	0	0.170	0
after global routing	0	0.201	0
final	0	0.184	0
## layout make-up
class | count | area share
Multi-Input combinational cell | 55 | 0.587
Tap cell | 46 | 0.0492
Inverter | 19 | 0.0610
Timing Repair Buffer | 39 | 0.303
Power and IR drop assume default switching activity.
