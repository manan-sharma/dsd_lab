### /design/flow/constraint.sdc
current_design labassign

set clk_period 3.3
set clk_io_pct 0.2

create_clock -name clk0 -period $clk_period [get_ports {clk}]

set non_clock_inputs [all_inputs -no_clocks]
set_input_delay [expr $clk_period * $clk_io_pct] -clock clk0 $non_clock_inputs
set_output_delay [expr $clk_period * $clk_io_pct] -clock clk0 [all_outputs]
### /design/flow/run.sh
#!/bin/bash
# OpenROAD 26Q1-2900-gdf79404cd8, Yosys 0.63+post, stock flow scripts
make -C /OpenROAD-flow-scripts/flow DESIGN_CONFIG=/design/flow/config.mk WORK_HOME=/design/flow/orfs finish
### /design/flow/config.mk
export PLATFORM = sky130hd
export DESIGN_NAME = labassign
export DESIGN_NICKNAME = labassign
export VERILOG_FILES = /design/flow/design.v
export SDC_FILE = /design/flow/constraint.sdc
export NUM_CORES = 4
export LEC_CHECK = 1
export CORE_UTILIZATION = 40
### /design/flow/design.v
`timescale 1ns / 1ps
module labassign(
    input [3:0] input_pins,
    input rst,
    output reg [3:0]led_status,
    input clk,
    output reg read 
    );
    reg [24:0] counter;
    reg [3:0] state, prev_state, ABCD;
    reg [5:0] state_counter;
    reg [3:0] counter_for_5;
    reg slowclk, clk5sec;
    reg flag;
    localparam [3:0] reset_state = 0, first_digit = 1, second_digit = 2, unlock = 3, secure = 4, alarm = 5; 
 initial 
 begin
    slowclk <= 0;
    counter <= 0;
    state <= 0;
    prev_state <= 0;
    clk5sec <= 0;
    counter_for_5 <= 0;
 end
always @(posedge clk)
begin
    if(counter >= 12500000)
        begin 
        slowclk <= !slowclk;
        counter <= 0;
        end
    else counter <= counter + 1;
end
always @(posedge slowclk) begin
    case(state)
    reset_state :begin
                    if(state != prev_state) state_counter <= 0;
                    else begin
                         if( state_counter < 8) led_status <= 4'b1111;
                         else led_status <= ((state_counter>>2) & 4'b0001) ? 4'b1000 : 4'b0000; 
                         state_counter <= state_counter + 1;
                    end
                    prev_state <= state;
                    if(input_pins == 4'b1100) state <= first_digit;
                    else state <= reset_state ;
                 end 
    first_digit : begin
                    if( state != prev_state ) state_counter <= 0;
                    else begin 
                        led_status <= ((state_counter>>2) & 4'b0001) ? 4'b1100 : 4'b0000;
                        state_counter <= state_counter + 1;
                        end  
                     prev_state <= state;
                     if(input_pins == 4'b0110) state <= second_digit ;
                     else begin
                         if(state_counter > 40) state <= secure;
                         else state <= first_digit;
                       end
                  end
    second_digit : begin
                      if( state != prev_state ) state_counter <= 0;
                      else 
                      begin 
                        led_status <= ((state_counter>>2) & 4'b0001) ? 4'b1110 : 4'b0000;
                        state_counter <= state_counter + 1;
                      end  
                      prev_state <= state;
                      if(input_pins == 4'b0011) state <= unlock ;
                      else begin
                          if(state_counter > 40) state <= secure;
                          else state <= second_digit;
                        end
                    end
    unlock : begin
                if( state != prev_state ) state_counter <= 0;
                else begin 
                    led_status <= ((state_counter>>1) & 4'b0001) ? 4'b1111 : 4'b0000;
                    state_counter <= state_counter + 1;
                end  
                prev_state <= state;
             end
    secure : begin
             if( state != prev_state ) 
                begin
                state_counter <= 0;
                led_status <= 4'b0001;
                end
             else 
                 begin 
                    led_status <= {led_status[2:0],led_status[3]};     
                    state_counter <= state_counter + 1;
                 end
             prev_state <= state;
             if(input_pins == 4'b0101) state <= reset_state;
             else begin
                    if(state_counter > 40) state <= alarm;
                    else state <= secure;
                  end
             end
    alarm : begin
              if( state != prev_state ) state_counter <= 0;
              else 
                  begin 
                     led_status <= ((state_counter>>1) & 4'b0001) ? 4'b0011 : 4'b1100;    
                     state_counter <= state_counter + 1;
                  end
              prev_state <= state;
              end
    endcase
end
endmodule
==> impl_metrics.yaml <==
# physical design summary
run_status:
  status: "finished clean"
global_route:
  antenna_found_initial: 0
  track_usage: 0.141
  grt_pass1_vias: 1537
  grt_max_degree: 26
  grt.overflow.total: 0
  grt_pass1_wl_um: 6920
route:
  drc: 0
  dr.pass1.iters: 4
  viasPerCell: 5.45
  wl_per_cell_um: 12.8
  ant_nets: 0
  drtIter0Drc: 57
  vias: 1699
  route.antenna.diode_count: 0
  drt-total-wl_um: 4000
die:
  die.size.y_um: 78.0
  fp_util: 0.417
  chipWidth_um: 78.0
  dieArea_um2: 6090
  coreArea_um2: 5540
  rows: 27
  io_pins: 11
cts:
  clk-insertion-delay-late_ns: 0.27
  cts_tree: "built"
  cts_max_level: 1
  clk_pin_slew_worst_paths_ns: 0.09
  holdBufCountCts: 0
  cts.path.max_buffers: 2
  post_cts_buffers: 0
  root_buffer: "clkbuf_8"
  cts_resized: 0
  numCtsBuffers: 3
timing:
  skew_ns: 0.00705
  unclocked_regs: 16
  finalCritPeriodShare: 0.601
  final.setup.tns_ns: 0
  hold_ws_ns: 0.485
  finalMaxSlewViolations: 0
  slew_headroom: 0.528
  rsz0062_at_grt: "false"
  finalHoldViolCount: 0
  worstMarginPinSlew_ns: 0.703
  layout_min_cycle_time_ns: 1.98
  fmax_mhz: 504
  untimed_endpoints: 36
  finalSetupViolCount: 0
worst_setup_path:
  end_kind: "register"
  crit_arrival_ns: 2.02
  crit_required_ns: 3.34
  critPathKind: "reg2reg"
  cp_max_fo: 25
  r2r_cells: 4
  worst_setup_path_start_kind: "register"
  r2r_slack_ns: 1.32
  r2r-start: "counter[6]"
  r2r_end: "slowclk"
place:
  place.gp.congestion: 0.780
  dp_hpwl_um: 2780
  io_buffers: 8
yosys:
  synthCells: 242
  edf_count: 17
  ys_seq_elements: 42
  ys_seq_frac: 0.437
  async_flop_share: 0
  synth_cell_types: 48
  syn_avg_cell_area_um2: 9.55
  synth_area_um2: 2310
  ff_type: "dfxtp_1"
  ys_warn_count: 2
  synth_chip_area_um2: 2310
  yosys_cells: 242
finish:
  drive_gt1_frac: 0.0458
  synthToLayoutAreaGrowth_pct: 6.01
pwr:
  leakage_nw: 0.843
  powerDensity_nw_per_um2: 248
  ir_drop_mv: 0.200
  power_w: 0.000609
hold_path:
  worstHoldPathCells: 1
  min_to: "counter[0]"
  min_from: "counter[0]"
  min-delay-path-class: "reg2reg"
flow_run:
  maxCapViolations: 0
  warnings: 29
[flip-flops by register name, indices dropped and copies added, names as in the netlist]
name / flops
prev_state: 3
slowclk: 1
state: 3
led_status: 4
state_counter: 6
counter: 25
[area by class of cell]
| type | instances | area [um2] |
|---|---|---|
| clock buffers | 4 | 55.1 |
| flip-flops and latches | 42 | 1010 |
| inverters | 10 | 37.5 |
| repair buffers | 9 | 87.6 |
| well taps | 72 | 90.1 |
| multi-input cells | 175 | 1170 |
| fillers | 535 | 3090 |
[kinds of logic after synthesis]
kind of cell               share of synthesized area
and+or+nand+nor                                0.254
AOI/OAI and AO/OA                              0.142
DFF                                            0.437
buffers and inverters                         0.0584
xor gates and xnor gates                      0.0795
adders and majority gates                     0.0271
other                                        0.00162
[Yosys cell counts (2+ instances only)]
library cell / instances / share of area
or3_1: 3 / 0.0081
or2_2: 2 / 0.0054
or4bb_1: 2 / 0.0097
nand2b_1: 4 / 0.011
nor2b_1: 2 / 0.0054
nand2_1: 14 / 0.023
dfxtp_1: 25 / 0.22
nor4_1: 3 / 0.0081
inv_1: 10 / 0.016
o22ai_1: 3 / 0.0081
ha_1: 5 / 0.027
buf_6: 4 / 0.019
and3_1: 2 / 0.0054
a21o_1: 4 / 0.013
o21ai_0: 7 / 0.015
o311ai_0: 2 / 0.0076
a211oi_1: 9 / 0.029
o31ai_1: 5 / 0.016
nor3_1: 18 / 0.039
clkbuf_1: 6 / 0.0097
and2_1: 3 / 0.0081
or4_1: 7 / 0.023
nand4_1: 8 / 0.022
xor2_1: 15 / 0.057
nor2_1: 10 / 0.016
a21oi_1: 7 / 0.015
edfxtp_1: 17 / 0.22
and4_1: 4 / 0.015
nand3_1: 14 / 0.030
buf_1: 2 / 0.0032
buf_2: 3 / 0.0065
xnor2_1: 6 / 0.023
[placed cells by master (no fill, tap or decap), types with 3 or more instances in the layout]
| cell | count |
|---|---|
| a211oi_1 | 9 |
| a21o_1 | 4 |
| a21oi_1 | 7 |
| and2_1 | 3 |
| and4_1 | 4 |
| clkbuf_8 | 4 |
| clkdlybuf4s50_1 | 8 |
| dfxtp_1 | 25 |
| edfxtp_1 | 17 |
| ha_1 | 5 |
| inv_1 | 10 |
| nand2_1 | 14 |
| nand2b_1 | 4 |
| nand3_1 | 14 |
| nand4_1 | 8 |
| nor2_1 | 10 |
| nor3_1 | 18 |
| nor4_1 | 3 |
| o21ai_0 | 7 |
| o22ai_1 | 3 |
| o31ai_1 | 5 |
| or3_1 | 3 |
| or4_1 | 7 |
| xnor2_1 | 6 |
| xor2_1 | 15 |
[worst max-delay path by stage]
stage,start,endpoint,cells past startpoint
after CTS,counter[6],slowclk,4
final,counter[6],slowclk,4
after global routing,counter[2],counter[22],4
[power breakdown]
part	switching (W)	internal, W	total (W)
Clock	0.0000989	0.000107	0.000205
Sequential	0.0000126	0.000340	0.000352
Combinational	0.0000265	0.0000241	0.0000506
Total	0.000138	0.000470	0.000609
[critical path: stages, from the launching register on]
cell and delay [ns]:
dfxtp_1 0.36, or4_1 0.52, o21a_1 0.20, o211a_4 0.33
or2_2 0.33
[layer usage]
metal	track usage	wire length, um	vias up	share of wire
li1	-	-	890	-
met5	0	0	-	0
met3	0.00945	55	0	0.014
met2	0.241	1880	17	0.47
met1	0.215	2060	792	0.52
met4	0.00556	0	0	0
[stage by stage]
step,cells,instance area [um2],utilization,setup WS (ns)
final,312,2450,0.442,1.32
after detailed placement,308,2400,0.432,1.35
after global placement,308,2400,0.432,1.33
after global routing,312,2450,0.442,1.18
after CTS,312,2450,0.442,1.33
after floorplan,243,2320,-,1.51
No activity file was given, so power comes from the tool's default toggle rates.
