==> design/flow/design.v <==
`timescale 1ns / 1ps
module displaynumber(
    input clk,
    output [7:0] anode,
    output [6:0] cathode
    );
    multiplexdisplay m1(clk,anode,cathode,2,4,6,8,6,4,2,1);
endmodule
`timescale 1ns / 1ps
module multiplexdisplay(
    input clk,
    output reg [7:0] anode,
    output reg [6:0] cathode,
    input [3:0] in0,
    input [3:0] in1,
    input [3:0] in2,
    input [3:0] in3,
    input [3:0] in4,
    input [3:0] in5,
    input [3:0] in6,
    input [3:0] in7
    );
    reg slowclk;
    reg [18:0] counter;
    reg [3:0] display;
    initial begin
     counter = 0;
     slowclk = 1;
     anode = 8'b11111110;
     display = 0;
    end
    always @(posedge clk)
    begin
        if(counter == 50000)
            begin
                counter <= 0;
                slowclk <= !slowclk; 
            end
        else 
            counter <=  counter + 1;
    end
    always @(posedge slowclk)
    begin
        anode <= {anode[6:0],anode[7]};
        case (anode)
        8'b11111110: display <=in0;
        8'b11111101: display <=in1;
        8'b11111011: display <=in2;
        8'b11110111: display <=in3;
        8'b11101111: display <=in4;
        8'b11011110: display <=in5;
        8'b10111110: display <=in6;
        8'b01111110: display <=in7;
        default: display <= 8;
        endcase
    end
    always@(*)
    case(display)
        4'b0000: cathode = ~(7'b1111110);
        4'b0001: cathode = ~(7'b0110000);
        4'b0010: cathode = ~(7'b1101101);
        4'b0011: cathode = ~(7'b1111001);
        4'b0100: cathode = ~(7'b0110011);
        4'b0101: cathode = ~(7'b1011011);
        4'b0110: cathode = ~(7'b1011111);
        4'b0111: cathode = ~(7'b1110000);
        4'b1000: cathode = ~(7'b1111111);
        4'b1001: cathode = ~(7'b1111011);
        4'b1010: cathode = ~(7'b1110111);
        4'b1011: cathode = ~(7'b0011111);
        4'b1100: cathode = ~(7'b1001110);
        4'b1101: cathode = ~(7'b0111101);
        4'b1110: cathode = ~(7'b1001111);
        4'b1111: cathode = ~(7'b1000111);
        default: cathode = ~(7'b0000000);
     endcase   
endmodule
==> design/flow/run.sh <==
#!/bin/bash
# OpenROAD 26Q1-2900-gdf79404cd8, Yosys 0.63+post, stock flow scripts
make -C /OpenROAD-flow-scripts/flow DESIGN_CONFIG=/design/flow/config.mk WORK_HOME=/design/flow/orfs finish
==> design/flow/config.mk <==
export PLATFORM = sky130hd
export DESIGN_NAME = displaynumber
export DESIGN_NICKNAME = displaynumber
export VERILOG_FILES = /design/flow/design.v
export SDC_FILE = /design/flow/constraint.sdc
export NUM_CORES = 4
export LEC_CHECK = 1
export CORE_UTILIZATION = 30
==> design/flow/constraint.sdc <==
current_design displaynumber

set clk_period 3.9
set clk_io_pct 0.2

create_clock -name clk0 -period $clk_period [get_ports {clk}]

set non_clock_inputs [all_inputs -no_clocks]
set_input_delay [expr $clk_period * $clk_io_pct] -clock clk0 $non_clock_inputs
set_output_delay [expr $clk_period * $clk_io_pct] -clock clk0 [all_outputs]
==> results.yml <==
# flow metrics
global_routing:
  grt_max_degree: 14
  grt_usage: 0.09385
  grt_overflow: 0
  grt_pass1_wl_mm: 3.877
  grt_pass1_vias: 871
  antenna_found_initial: 0
yosys:
  ys_chip_area_mm2: 0.001428
  synthCells: 146
  most_common_cell: "dfxtp_1"
  yosysUniqueCellTypes: 34
  synthesis.area_mm2: 0.001428
  top_area_cell: "dfxtp_1"
  async_reset_ff_frac: 0
  top_cell_area_share: 0.4347
  postSynthSeqShare: 0.4557
  area_leaders: "dfxtp_1, xnor2_1, ha_1, nor2_1, mux2i_1"
  synth_warnings: 9
  yosys_most_used_dff: "dfxtp_1"
  synth_area_per_cell_um2: 9.778
  ys_cells: 146
  synth-seq-cells: 32
  edf_count: 1
  ys_top_cells_by_count: "dfxtp_1, nor2_1, xnor2_1"
setup_path:
  required_ns: 3.79
  cp_num_buf_inv: 1
  cp.arrival_ns: 1.75
  worst_path_max_delay_cell: "nor4_4"
  max_stage_delay_ns: 0.54
  reg2reg_slack_ns: 2.05
  crit_family: "simple AND/OR/NAND/NOR gates"
  critical_path.max_fanout: 10
  worstSetupPathType: "flop to flop"
  path_cells: "inv_1 > ha_1 > nor4b_1 > nand3_1 > nor4_4"
  crit_path_end_kind: "flop"
  cp-start-kind: "flop"
floorplanning:
  fp-row-count: 24
  fp_util: 0.3191
  die_height_um: 70.99
  coreArea_mm2: 0.004474
  ios: 16
  die_w_um: 70.99
  dieArea_mm2: 0.005039
layout:
  fin_area_mm2: 0.001679
  syn2layout_area_growth_pct: 17.62
  fillCellCount: 431
  drive_gt1_frac: 0.05521
drt:
  via_count: 984
  drt-initial-drc-count: 29
  wl_per_cell_um: 10.20
  vias_per_cell: 4.577
  antenna_cells: 0
  dr.pass1.iters: 9
  postRouteWirelength_mm: 2.193
  antenna_left: 0
  drc: 0
timing:
  tightest_slew_ns: 0.5855
  finalHoldViolCount: 0
  finClkSkew_ns: 0.003223
  grt_setup_unrepaired: "no"
  fin_crit_sh: 0.4752
  fmaxAchievable_mhz: 539.6
  unclocked_pins: 12
  hold_slack_ns: 0.4846
  fin_ws_ns: 2.047
  untimed_endpoints: 27
  finalCriticalPeriod_ns: 1.853
  setup_viol: 0
  slew_viol_final: 0
  fin_tns_setup_ns: 0
  relSlewSlack: 0.6067
clock_tree:
  clk_path_buf_depth: 2
  ctsHoldBuffers: 0
  cts_made_buffers: 3
  cts_tree: "done"
  insertion_delay_ns: 0.25
  cts-root-buf: "clkbuf_8"
  clkSlewWorstSetupHoldPaths_ns: 0.07
  post-cts-setup-buffers: 0
  htreeDepth: 1
  cts_resized: 0
power_and_ir_drop:
  p_leak_nw: 0.5595
  vdd_drop_max_mv: 0.2697
  power.density_mw_per_mm2: 202.4
  power.total_w: 0.0003398
placed_design:
  dpl_worst_slack_ns: 2.077
  gp_congestion: 0.7960
  dp_hpwl_mm: 1.614
  place_area_mm2: 0.001634
  io_buffers: 15
worst_hold_path:
  hold_class: "flop to flop"
outcome:
  outcome: "completed"
run:
  warnings: 31
  max_cap_violations: 0
## layer usage
metal	share of wire	up-vias	routed length (um)	track usage
met5	0	-	0	0
met4	0.016	0	34	0.01778
met3	0.020	4	44	0.01734
met2	0.41	12	899	0.1389
met1	0.55	433	1215	0.1477
li1	-	535	-	-
## power breakdown
part           internal, W  switching [W]  leakage [nW]       total [W]
Sequential        0.000206              0         0.261        0.000206
Combinational            0              0         0.276  0.000000000276
Clock            0.0000725      0.0000618        0.0228        0.000134
Total             0.000278      0.0000618         0.560        0.000340
## flip-flops by register name, summed over array words and instances, names as in the netlist
name        cells
m1.slowclk      1
m1.display      4
m1.counter     19
m1.anode        8
## final cells by class
cell class | count | area (um^2) | share of cell area
Clock buffer | 4 | 45.04 | 0.02683
Sequential cell | 32 | 650.6 | 0.3875
Inverter | 9 | 33.78 | 0.02012
Timing Repair Buffer | 15 | 150.1 | 0.08942
Multi-Input combinational cell | 103 | 734.5 | 0.4374
Tap cell | 52 | 65.06 | 0.03875
## final timing paths
| kind | start | to | depth (start not counted) |
|---|---|---|---|
| max | m1.counter[0]$_SDFF_PN0_ | m1.slowclk$_DFFE_PN_ | 5 |
| min | m1.counter[0]$_SDFF_PN0_ | m1.counter[0]$_SDFF_PN0_ | 1 |
| max reg2reg | m1.counter[0]$_SDFF_PN0_ | m1.slowclk$_DFFE_PN_ | 5 |
| min reg2reg | m1.counter[0]$_SDFF_PN0_ | m1.counter[0]$_SDFF_PN0_ | 1 |
## worst reg2reg max path: stages, from the launching register on
cell,delay (ns)
dfxtp_1,0.34
inv_1,0.08
ha_1,0.14
nor4b_1,0.23
nand3_1,0.16
nor4_4,0.54
## metrics by stage
step                std cells  utilization
floorplan                 146            -
global placement          211       0.3652
detailed placement        211       0.3652
CTS                       215       0.3753
global route              215       0.3753
finish                    215       0.3753
## cells in the final DEF, fill, tap and decap left out
cell,netlist,final
a22o_1,1,1
nand4_1,6,6
mux4_2,1,1
a21oi_1,2,2
edfxtp_1,1,1
nor3b_1,1,1
nor3_1,4,4
o32ai_1,1,1
o21ai_0,2,2
dfxtp_1,31,31
ha_1,8,8
inv_1,9,9
clkbuf_1,1,1
or3_1,1,1
nor2b_1,2,2
a32o_1,1,1
nor4b_2,1,1
nand3_1,7,7
clkbuf_8,0,3
clkdlybuf4s50_1,0,15
nor4_1,2,2
nor2_1,19,19
or3b_2,1,1
and3_1,1,1
xnor2_1,14,14
nand4b_1,1,1
xor2_1,4,4
or2_2,1,1
nor4_4,1,1
nor4b_1,2,2
o22ai_1,1,1
mux2i_1,6,6
o21ba_2,1,1
nand2_1,10,10
and2_1,1,1
## kinds of logic after synthesis
group,Yosys count,synth area share
AND-OR/OR-AND,9,0.04470
XOR/XNOR,18,0.1104
adder cells (fa/ha/maj),8,0.07012
buffers and inverters,11,0.02979
flip-flops,32,0.4557
multiplexers,7,0.05784
AND/OR/NAND/NOR,61,0.2314
Power is estimated from default activity; no workload was simulated.
